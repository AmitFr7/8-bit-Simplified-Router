**/design/flow/config.mk**
```make
export PLATFORM = sky130hd
export DESIGN_NAME = router
export DESIGN_NICKNAME = router
export VERILOG_FILES = /design/flow/design.v
export SDC_FILE = /design/flow/constraint.sdc
export NUM_CORES = 4
export LEC_CHECK = 1
export CORE_UTILIZATION = 50
```
**/design/flow/constraint.sdc**
```tcl
current_design router

set clk_period 2.3
set clk_io_pct 0.2

create_clock -name clk0 -period $clk_period [get_ports {clk}]

set non_clock_inputs [all_inputs -no_clocks]
set_input_delay [expr $clk_period * $clk_io_pct] -clock clk0 $non_clock_inputs
set_output_delay [expr $clk_period * $clk_io_pct] -clock clk0 [all_outputs]
```
**/design/flow/design.v**
```verilog
`timescale 1ns / 1ps
module router
  (output reg [1:0] Port,
   input wire [1:0] p,				
   input wire [7:0] Address,
   input wire setup, reset, clk);
  wire found;
  wire [2:0] index;
  Addresses address_column 	(.found(found), .index(index),
                             .address_in(Address),
                            .setup(setup), .reset(reset), .clk(clk));
  Ports 	port_column 	(.port_out(Port),
                             .port_index(index), .p(p), .found(found),
                             .setup(setup), .reset(reset), .clk(clk)); 
endmodule
module Addresses
  (output reg found,
   output reg [2:0] index,
   input wire [7:0] address_in,
   input wire setup, reset, clk
   );
  reg [7:0] address [7:0];
  always @(posedge clk, posedge reset)
    begin
      if (reset)  
        begin
          address[0] <= 8'h00;
	  address[1] <= 8'h00;
          address[2] <= 8'h00;
          address[3] <= 8'h00;
          address[4] <= 8'h00;
          address[5] <= 8'h00;
          address[6] <= 8'h00;
          address[7] <= 8'h00;
        end
      else if (setup == 1)  
        begin
          address[0] <= address_in;
          address[1] <= address[0];
          address[2] <= address[1];
          address[3] <= address[2];
          address[4] <= address[3];
          address[5] <= address[4];
          address[6] <= address[5];
          address[7] <= address[6];
        end
      else  
        case (address_in)
          address[0] : begin index <= 3'b000; found <= 1; end
          address[1] : begin index <= 3'b001; found <= 1; end
          address[2] : begin index <= 3'b010; found <= 1; end
          address[3] : begin index <= 3'b011; found <= 1; end
          address[4] : begin index <= 3'b100; found <= 1; end
          address[5] : begin index <= 3'b101; found <= 1; end
          address[6] : begin index <= 3'b110; found <= 1; end
          address[7] : begin index <= 3'b111; found <= 1; end
          default    : begin index <= 3'b000; found <= 0; end
        endcase
    end
endmodule
module Ports
  (output reg [1:0] port_out,
   input wire [2:0] port_index,
   input wire [1:0] p,
   input wire setup, reset, clk, found
   );
  reg [1:0] port [7:0];
  always @(posedge clk, posedge reset)
    begin
      if (reset)  
        begin
          port[0] <= 2'b00;
          port[1] <= 2'b00;
          port[2] <= 2'b00;
          port[3] <= 2'b00;
          port[4] <= 2'b00;
          port[5] <= 2'b00;
          port[6] <= 2'b00;
          port[7] <= 2'b00;
        end
      else if (setup == 1)  
        begin
          port[0] <= p;
          port[1] <= port[0];
          port[2] <= port[1];
          port[3] <= port[2];
          port[4] <= port[3];
          port[5] <= port[4];
          port[6] <= port[5];
          port[7] <= port[6];
        end
      else if (found == 1)  
        port_out <= port[port_index];
      else   
		port_out <= 2'b00;
    end
endmodule       
```
**/design/flow/run.sh**
```bash
#!/bin/bash
# OpenROAD 26Q1-2900-gdf79404cd8, Yosys 0.63+post, stock flow scripts
make -C /OpenROAD-flow-scripts/flow DESIGN_CONFIG=/design/flow/config.mk WORK_HOME=/design/flow/orfs finish
```
==> metrics.csv <==
metric,value,unit
status,finished clean,
share of layout cells above drive strength 1,36.6,%
Synthesized registers,90,
vias per cell,5.27,
VDD IR max,0.446,mV
"Hold Violations, Final",0,
post-DP HPWL,5130,um
RD Place Congestion,0.844,
Synth warnings,4,
Crit. End Element,flop,
Crit Path Category,primary input to flop,
Max-slew headroom,60.6,%
Hold Buf Count CTS,0,
Core Box Area,0.00822,mm^2
YS chip area,0.00425,mm^2
Syn Area/Cell,13.5,um^2
Top Usage Layer GRT,met1,
Cells after Synth,316,
Leak Pwr,2.04,nW
router iterations before antenna repair,4,
Via Count,2410,
clk root buf,clkbuf_8,
pwr/cell area,894,mW/mm^2
Chip Width,94.2,um
Startpoint Class,primary input,
Tcrit/Tclk final,89.0,%
CP required,2390,ps
Setup Buffers After CTS,0,
"CTS clk-pin slew, worst paths",70,ps
MaxCap Viol Count,0,
DRC,0,
top cells by area,"dfrtp_1 (47%), mux2_2 (21%), xor2_1 (11%)",
final setup vio count,0,
Largest type area fraction,47.1,%
Die H,94.2,um
setup TNS,0,ps
Hold Path Class,flop to flop,
Final Critical Period,2050,ps
Core Rows,33,
met3 Use GR,2.80,%
Routed Antenna Nets,0,
vias in the first global route,2373,
Placed Area,0.00463,mm^2
Longest Clk Path Bufs,2,
Worst Tran Pin Value,585,ps
finished layout cell area,0.00483,mm^2
final WL,7380,um
GRT Overall Usage,19.0,%
Num CTS Buffers,9,
share of synthesized area occupied by flip-flops and latches,52.5,%
first-pass GRT wire length,12300,um
clk_skew,10.8,ps
io pins,15,
tool warnings,25,
RSZ-0062 raised after global routing,false,
Layout area overhead,13.7,%
Worst Path Arrival,2130,ps
Yosys Instances,316,
# H-tree levels,3,
Pins Over Slew Limit,0,
ANT cells,0,
Insertion Delay late pin,350,ps
pin count of the biggest net entering global routing,81,
Chip Area,0.00888,mm^2
PortBufs,14,
met1 Use GR,33.4,%
Avg WL per Cell,16.1,um
post_cts resized,0,
CTS tree,yes,
library cells used by synthesis,29,
cell area after synthesis,0.00425,mm^2
Iteration-0 DRC Markers,67,
fp util,51.7,%
grt met2 use,26.9,%
initial antenna violation count,0,
clock sink total,90,
total grt overflow,0,
Yosys top cell by area,dfrtp_1,
maximum achievable frequency,489,MHz
worst-path fanout max,5,
final timing paths:
check | slack, ps | end | startpoint | cells after the start
worst max-delay path | 250 | address_column.found | Address[2] | 7
worst min-delay path | 500 | address_column.index[7] | address_column.index[7] | 2
worst max register to register | 550 | address_column.index[6] | address_column.address[1][4] | 6
worst min register to register | 500 | address_column.index[7] | address_column.index[7] | 2
max in group asynchronous | 1370 | address_column.address[2][4] | reset | 3
min in group asynchronous | 550 | address_column.address[3][7] | reset | 3
synth_stat cells:
master    count
dfrtp_1      80
mux2_2       80
xor2_1       51
nor4_1       15
nand2_1      13
buf_6        10
clkbuf_1      8
xnor2_1       8
dfxtp_1       7
nand3_1       5
xor2_2        5
a22oi_1       4
edfxtp_1      3
nand2_2       3
a21oi_1       2
a222oi_1      2
inv_1         2
nand4_1       2
nor2b_1       2
o21ai_0       2
o31ai_1       2
o41ai_1       2
or4_1         2
a41o_1        1
and2_1        1
clkinv_2      1
nand3_2       1
nor2_1        1
or2_1         1
report_power, final:
part | leakage, nW | switching [W] | internal [W] | total, W
combinational | 0.911 | 0.000350 | 0.000543 | 0.000893
sequential | 1.03 | 0.000334 | 0.00197 | 0.00231
clock | 0.100 | 0.000513 | 0.000607 | 0.00112
cell usage in the layout, fill, tap and decap left out:
cell type / Yosys / routed
mux2_2: 80 / 80
buf_4: 0 / 21
dfrtp_1: 80 / 80
nand3_2: 1 / 1
nand2_2: 3 / 3
dfxtp_1: 7 / 7
a222oi_1: 2 / 2
a41o_1: 1 / 1
o41ai_1: 2 / 2
nor2_1: 1 / 1
a22oi_1: 4 / 4
a21oi_1: 2 / 2
nor2b_1: 2 / 2
nand3_1: 5 / 5
nand4_1: 2 / 2
clkbuf_8: 0 / 9
xor2_2: 5 / 5
xnor2_1: 8 / 8
bufinv_16: 0 / 2
or2_1: 1 / 1
nand2_1: 13 / 13
clkinvlp_4: 0 / 1
o21ai_0: 2 / 2
nor4_1: 15 / 15
edfxtp_1: 3 / 3
xor2_1: 51 / 51
o31ai_1: 2 / 2
inv_1: 2 / 1
and2_1: 1 / 1
clkbuf_1: 8 / 3
clkdlybuf4s50_1: 0 / 13
clkinv_2: 1 / 2
buf_12: 0 / 5
or4_1: 2 / 2
critical path: stages:
cell             delay (ps)
clkdlybuf4s50_1         560
buf_4                   190
xor2_1                  190
nor4_1                  100
nand2_1                  80
nand3_1                  90
or4_1                   460
area by class of cell:
cell class | instances | area, um^2
fillers | 684 | 3380
inverters | 3 | 16.3
clock inverters | 3 | 65.1
flip-flops and latches | 90 | 2230
repair buffers | 39 | 388
clock buffers | 12 | 135
well taps | 105 | 131
multi-input cells | 205 | 1860
routing by layer:
metal / wire, um / share of wire [%]
met4: 116 / 1.6
met5: 0 / 0
met3: 183 / 2.5
met2: 3280 / 44
met1: 3800 / 52
stage by stage:
| stage | total power [W] | setup slack [ps] | utilization (%) | hold slack [ps] | std cells |
|---|---|---|---|---|---|
| after floorplan | 0.00296 | 597 | - | 451 | 316 |
| after global placement | 0.00323 | -120 | 56.4 | 491 | 442 |
| after detailed placement | 0.00324 | -126 | 56.4 | 487 | 442 |
| after CTS | 0.00437 | 255 | 58.8 | 502 | 457 |
| after global routing | 0.00458 | 115 | 58.8 | 528 | 457 |
| final | 0.00432 | 253 | 58.8 | 501 | 457 |
sequential cells by signal, summed over array words and instances, names as in the netlist:
register and count:
port_column.port 16, address_column.address 64, address_column.found 1, port_column.port_out 2, address_column.index 7
logic make-up after synthesis:
kind of cell / count (synthesis) / share of synthesized area [%]
buffers and inverters: 21 / 3.65
multiplexers: 80 / 21.2
XOR/XNOR: 64 / 14.1
AND-OR/OR-AND: 15 / 2.65
AND/OR/NAND/NOR: 46 / 5.94
flip-flops: 90 / 52.5
Power figures rest on the tool's default switching activity, not on a simulated workload.
